File: flow/run.sh
#!/bin/bash
# OpenROAD 26Q1-2900-gdf79404cd8, Yosys 0.63+post, stock flow scripts
make -C /OpenROAD-flow-scripts/flow DESIGN_CONFIG=/design/flow/config.mk WORK_HOME=/design/flow/orfs finish
File: flow/config.mk
export PLATFORM = sky130hd
export DESIGN_NAME = key_xd_seg
export DESIGN_NICKNAME = key_xd_seg
export VERILOG_FILES = /design/flow/design.v
export SDC_FILE = /design/flow/constraint.sdc
export NUM_CORES = 4
export LEC_CHECK = 1
export CORE_UTILIZATION = 40
File: flow/constraint.sdc
current_design key_xd_seg

set clk_period 6.0
set clk_io_pct 0.2

create_clock -name clk0 -period $clk_period [get_ports {clk}]

set non_clock_inputs [all_inputs -no_clocks]
set_input_delay [expr $clk_period * $clk_io_pct] -clock clk0 $non_clock_inputs
set_output_delay [expr $clk_period * $clk_io_pct] -clock clk0 [all_outputs]
File: flow/design.v
module key_xd(
    clk    ,
    rst_n  ,
    key_in ,
    key_vld 
);
parameter                       	DATA_W 	  = 20          ;
parameter                       	KEY_W 	  = 3           ;
parameter                       	TIME_20MS = 1_000_000   ;
input               	        	clk                     ;
input               	        	rst_n                   ;
input           [KEY_W-1 :0]		key_in                  ;
output          [KEY_W-1 :0]  	    key_vld                 ;
reg             [KEY_W-1 :0]  	    key_vld                 ;
reg             [DATA_W-1:0]  	    cnt                     ;
wire                            	add_cnt                 ;
wire                            	end_cnt                 ;
reg									flag_add                    ;
reg             [KEY_W-1 :0]        key_in_ff1              ;
reg             [KEY_W-1 :0]        key_in_ff0              ;
always  @(posedge clk or negedge rst_n)begin
    if(rst_n==1'b0)begin
        cnt <= 20'b0;
    end
    else if(add_cnt)begin
        if(end_cnt)
            cnt <= 20'b0;
        else
            cnt <= cnt + 1'b1;
    end
    else begin
        cnt <= 0;
    end
end
assign add_cnt = flag_add==1'b0 && (&key_in_ff1==0);
assign end_cnt = add_cnt && cnt == TIME_20MS - 1;
always  @(posedge clk or negedge rst_n)begin
    if(rst_n==1'b0)begin
        flag_add <= 1'b0;
    end
    else if(end_cnt)begin
        flag_add <= 1'b1;
    end
    else if(&key_in_ff1==1)begin
        flag_add <= 1'b0;
    end
end
always  @(posedge clk or negedge rst_n)begin
    if(rst_n==1'b0)begin
        key_in_ff0 <= {{KEY_W}{1'b1}};
        key_in_ff1 <= {{KEY_W}{1'b1}};
    end
    else begin
        key_in_ff0 <= key_in    ;
        key_in_ff1 <= key_in_ff0;
    end
end
always  @(posedge clk or negedge rst_n)begin
    if(rst_n==1'b0)begin
        key_vld <= 0;
    end
    else if(end_cnt)begin
        key_vld <= ~key_in_ff1;
    end
    else begin
        key_vld <= 0;
    end
end
endmodule
module key_xd_seg(
	clk,
	rst_n,
	seg_sel,
	segment,
	key
);
input clk ;
input rst_n ;
input [2:0]key;
output [7:0] seg_sel ;
output [6:0] segment ;
reg [7:0] seg_sel ;
reg [6:0] segment ;
reg [9:0] cnt0;
reg [2:0] cnt1;
wire [2:0]key_out;
wire add_cnt0;
wire end_cnt0;
wire add_cnt1;
wire end_cnt1;
 key_xd key_xd(
	.clk(clk),
	.rst_n(rst_n),
	.key_in(key),
	.key_vld(key_out)
	);
always @(posedge clk or negedge rst_n)begin 
 if(!rst_n)begin
 cnt0 <= 0;
 end
 else if(add_cnt0)begin
 if(end_cnt0)
 cnt0 <= 0;
 else
 cnt0 <= cnt0 + 1;
 end
end
assign add_cnt0 = 1 ;
assign end_cnt0 = add_cnt0 && cnt0==1000-1 ;
always @(posedge clk or negedge rst_n)begin 
 if(!rst_n)begin
 cnt1 <= 0;
 end
 else if(add_cnt1)begin
 if(end_cnt1)
 cnt1 <= 0;
 else
 cnt1 <= cnt1 + 1;
 end
end
assign add_cnt1 = end_cnt0;
assign end_cnt1 = add_cnt1 && cnt1==8-1 ;
always @(posedge clk or negedge rst_n) begin
	if (!rst_n) begin
		seg_sel<=8'b11111111;
	end
	else   begin
		case(cnt1)
		0:seg_sel<=8'b11111110;
		1:seg_sel<=8'b11111101;
		2:seg_sel<=8'b11111011;
		3:seg_sel<=8'b11110111;
		4:seg_sel<=8'b11101111;
		5:seg_sel<=8'b11011111;
		6:seg_sel<=8'b10111111;
		7:seg_sel<=8'b01111111;
		default:seg_sel<=seg_sel;
		endcase
	end
end
reg[3:0] sel_data;
always @(posedge clk or negedge rst_n) begin
	if (!rst_n) begin
		segment<=7'h01;
	end
	else begin
		case(sel_data)
		0:segment<=7'h01;
        1:segment<=7'h4f;
        2:segment<=7'h12;
        3:segment<=7'h06;
        4:segment<=7'h4c;
        5:segment<=7'h24;
        6:segment<=7'h20;
        7:segment<=7'h0f;
        8:segment<=7'h00;
        9:segment<=7'h04;
        10:segment<=7'h7f;
		default:segment<=segment;
		endcase
	end
end
reg [3:0] sec_seg_1;
reg [2:0] sec_seg_2;
reg [3:0] min_seg_1;
reg [2:0] min_seg_2;
reg [1:0] hou_seg_1;
reg [1:0] hou_seg_2;
reg [25:0]cnt_1s;
reg [25:0]cnt_0_5s;
wire add_cnt_0_5s;
wire end_cnt_0_5s; 
reg  flash_0_5s;
always @(posedge clk or negedge rst_n)begin  
 if(!rst_n)begin
 cnt_0_5s <= 0;
 end
 else if(add_cnt_0_5s)begin
 if(end_cnt_0_5s)
 cnt_0_5s <= 0;
 else
 cnt_0_5s <= cnt_0_5s + 1;
 end
end
assign add_cnt_0_5s = key_set1; 
assign end_cnt_0_5s = add_cnt_0_5s && cnt_0_5s==2000_0000-1 ;
always @(posedge clk or negedge rst_n) begin
	if (!rst_n) begin
		flash_0_5s<=0;
	end
	else if (end_cnt_0_5s) begin
		flash_0_5s<=~flash_0_5s;
	end
end
wire add_cnt_1s;
wire end_cnt_1s; 
always @(posedge clk or negedge rst_n)begin
 if(!rst_n)begin
 cnt_1s <= 0;
 end
 else if(add_cnt_1s)begin
 if(end_cnt_1s)
 cnt_1s <= 0;
 else
 cnt_1s <= cnt_1s + 1;
 end
end
assign add_cnt_1s = key_set1==0; 
assign end_cnt_1s = add_cnt_1s && cnt_1s==50_000000-1 ;
wire add_sec_1;
wire end_sec_1;
always @(posedge clk or negedge rst_n) begin
	if (!rst_n) begin
		sec_seg_1<=0;	
	end
	else if (add_sec_1) begin
		if (end_sec_1) begin
			sec_seg_1<=0;
		end
		else begin
			sec_seg_1<=sec_seg_1+1;
		end
	end
end
assign add_sec_1 = end_cnt_1s||((key_set2==0)&& key_set3 &&key_set1) ;
assign end_sec_1 = add_sec_1&& sec_seg_1 == 10-1 ;
wire add_sec_2;
wire end_sec_2;
always @(posedge clk or negedge rst_n) begin
	if (!rst_n) begin
		sec_seg_2<=0;	
	end
	else if (add_sec_2) begin
		if (end_sec_2) begin
			sec_seg_2<=0;
		end
		else begin
			sec_seg_2<=sec_seg_2+1;
		end
	end
end
assign add_sec_2 = end_sec_1 || ((key_set2==1)&& key_set3&&key_set1);
assign end_sec_2 = add_sec_2&& sec_seg_2 == 6-1 ;
wire add_min_1;
wire end_min_1;
always @(posedge clk or negedge rst_n) begin
	if (!rst_n) begin
		min_seg_1<=0;	
	end
	else if (add_min_1) begin
		if (end_min_1) begin
			min_seg_1<=0;
		end
		else begin
			min_seg_1<=min_seg_1+1;
		end
	end
end
assign add_min_1 = end_sec_2 || ((key_set2==2)&& key_set3&&key_set1);
assign end_min_1 = add_min_1 && min_seg_1 == 10-1 ;
wire add_min_2;
wire end_min_2;
always @(posedge clk or negedge rst_n) begin
	if (!rst_n) begin
		min_seg_2<=0;	
	end
	else if (add_min_2) begin
		if (end_min_2) begin
			min_seg_2<=0;
		end
		else begin
			min_seg_2<=min_seg_2+1;
		end
	end
end
assign add_min_2 = end_min_1 || ((key_set2==3)&& key_set3&&key_set1);
assign end_min_2 = add_min_2 && min_seg_2 == 6-1 ;
reg [3:0]x;
wire add_hou_1;
wire end_hou_1;
always @(posedge clk or negedge rst_n) begin
	if (!rst_n) begin
		hou_seg_1<=3;	
	end
	else if (add_hou_1) begin
		if (end_hou_1) begin
			hou_seg_1<=0;
		end
		else begin
			hou_seg_1<=hou_seg_1+1;
		end
	end
end
assign add_hou_1 =  end_min_2 || ((key_set2==4)&& key_set3&&key_set1);
assign end_hou_1 = add_hou_1 && hou_seg_1 == x-1 ;
wire add_hou_2;
wire end_hou_2;
always @(posedge clk or negedge rst_n) begin
	if (!rst_n) begin
		hou_seg_2<=2;	
	end
	else if (add_hou_2) begin
		if (end_hou_2) begin
			hou_seg_2<=0;
		end
		else begin
			hou_seg_2<=hou_seg_2+1;
		end
	end
end
assign add_hou_2 =  end_hou_1 ||((key_set2==5)&& key_set3&&key_set1);
assign end_hou_2 = add_hou_2 && hou_seg_2 == 3-1 ;
always@(*)begin
	if (hou_seg_2 == 2) begin
		x<=4;
	end
	else begin
		x<=10;
	end
end
always@(*)begin
	case(cnt1)
	0:begin
	if (key_set2==5) begin
		if (flash_0_5s) begin
			sel_data<=10;
		end
		else begin
			sel_data<=hou_seg_2;
		end
	end
	else begin
			sel_data<=hou_seg_2;
	end
	end
	1:begin
	if (key_set2==4) begin
		if (flash_0_5s) begin
			sel_data<=10;
		end
		else begin
			sel_data<=hou_seg_1;
		end
	end
	else begin
			sel_data<=hou_seg_1;
	end
	end
	2:begin
	if (key_set2==3) begin
		if (flash_0_5s) begin
			sel_data<=10;
		end
		else begin
			sel_data<=min_seg_2;
		end
	end
	else begin
			sel_data<=min_seg_2;
	end
	end
	3:begin 
	if (key_set2==2) begin
		if (flash_0_5s) begin
			sel_data<=10;
		end
		else begin
			sel_data<=min_seg_1;
		end
	end
	else begin
			sel_data<=min_seg_1;
	end    
	end
	4:begin
	if (key_set2==1) begin
		if (flash_0_5s) begin
			sel_data<=10;
		end
		else begin
			sel_data<=sec_seg_2;
		end
	end
	else begin
			sel_data<=sec_seg_2;
	end    
	end
	5:
	begin
	if (key_set2==0) begin
		if (flash_0_5s) begin
			sel_data<=10;
		end
		else begin
			sel_data<=sec_seg_1;
		end
	end
	else begin
			sel_data<=sec_seg_1;
	end    
	end
	default:sel_data<=0;
	endcase
end
reg key_set1; 
always @(posedge clk or negedge rst_n) begin
	if (!rst_n) begin
		key_set1<=0;
	end
	else if (key_out[0]) begin
		key_set1<=~key_set1;
	end
	else begin
		key_set1<=key_set1;
	end
end
reg [2:0]key_set2; 
always @(posedge clk or negedge rst_n) begin
	if (!rst_n) begin
		key_set2<=0;
	end
	else if (key_set1) begin
		if (key_set2 >6-1) begin
			key_set2<=0;
		end
		else if (key_out[1])begin
			key_set2<=key_set2+1;
		end
		else begin
			key_set2<=key_set2;
		end
	end
end
reg key_set3;
always @(posedge clk or negedge rst_n) begin
	if (!rst_n) begin
		key_set3<=0;
	end
	else if (key_out[2]) begin
		key_set3<=1;
	end
	else begin
		key_set3<=0;
	end
end
endmodule
==> highlights.md <==
### Outcome
* complete, no violations — outcome

### Critical path
* key_set1 — Critical Path Start
* flip-flop — type of origin of the critical path
* 6290 ps — Worst EP required
* 3240 ps — r2r setup slk
* 3050 ps — Arrival @ worst endpoint
* min_seg_1[2] — timing endpoint of the critical path
* reg -> reg — Setup CP Type
* 22 — maximum fanout along the worst path
* min_seg_1[2] — RR Endpoint
* flip-flop — nature of the critical path endpoint
* key_set1 — RR Startpoint
* 6 — worst r2r path cells

### Pwr
* 1.97 mW — Total Power Consumption
* 47.5% — part of the total power dissipated in sequential elements
* 3.35 nW — static leakage
* 251 uV — worst ir drop on vdd
* 260 mW/mm^2 — power density over the cells
* 410 uW — power spent charging and discharging nets
* 2.4% — combinational share of power
* 1.56 mW — Internal Pwr Total
* 50.1% — clock network fraction of total power
* 20.8% — net switching share of the total power

### Final timing
* no — RSZ-0062 raised after global routing
* 347 ps — final hold slack
* 40.8% — worst relative slew slack
* 0 — final count of negative-setup-slack endpoints
* 363 MHz — Peak Freq
* 0 — final number of max-transition violations
* 0 ps — setup tns final
* 2760 ps — final worst path period need
* 0 — Final Hold Violation Tally
* 883 ps — worst slew pin tran
* 7.95 ps — worst clock skew
* 45.9% — fin crit share

### Yosys
* 0.908% — mux contribution to synthesized area
* 70 — library cells used by synthesis
* 100% — async set-or-reset flop fraction in the synthesized netlist
* 51.0% — Seq/Total Area, Yosys
* 10.2 sq um — Synth Area per Inst
* 0.00662 sq mm — cell area after synthesis
* 4.54% — post-synthesis adder-cell area fraction
* 2 — total of warnings raised by yosys
* simple AND/OR/NAND/NOR gates — comb area leader
* 134 — ys flops
* 646 — number of standard cells after synthesis
* 10.3% — xor and xnor fraction of the mapped netlist area
* 0.00662 sq mm — area of the synthesized netlist per yosys stat
* 646 — total cells reported by yosys after synthesis
* 8.02% — Compound-Gate Fraction of Synth Area
* 0 — EDFF count, synth
* sky130_fd_sc_hd__dfrtp_1 — Most used DFF post-synth
* 22.8% — and+or+nand+nor area frac

### Hold path
* reg -> reg — min-delay worst type
* 0 — cell depth of the worst min-delay path
* key_xd.key_vld[2] — origin of the worst min-delay path

### Clocking
* 60 ps — clock slew seen by the registers of the worst setup and hold paths
* yes — TritonCTS clock tree
* 2 — maximum root-to-sink buffer count
* sky130_fd_sc_hd__clkbuf_16 — CTS root buf
* 0 — Setup Fix Bufs, Post-CTS
* 0 — PostCTS Resize Cnt
* 0 — hold buffers post-CTS
* 134 — Sinks on Clock Net
* 410 ps — worst-skew pair later-pin latency
* 17 — CTS buffer count
* 4 — CTS H-Tree Depth

### Detailed routing
* 4 — drt first pass iters
* 13.1 um — routed wirelength normalized by instance count
* 0 — number of antenna diodes
* 4,610 — vias after detailed routing
* 11.8 mm — wirelength, routed
* 5.12 — ratio of routed vias to standard cells
* 0 — post-route antenna net violation count
* 0 — post-detailed-route DRC marker count
* 280 — violation count after the first detailed-routing iteration

### Global routing
* 15.8% — GRT Overall Usage
* 80 — maximum number of pins on one net before global-route repair
* 0 — number of antenna violations at the first check in global routing
* 4,483 — via count of the first global-routing pass
* 20.9 mm — wire length of the first global-routing pass
* 0 — gr ovfl total

### Placed design
* 0.820 — GPL Wtd Cong
* 19 — Buffers on Ports
* 7.89 mm — total half-perimeter wirelength after legalization and detailed placement
* 0.00702 sq mm — area post-placement

### Final layout
* 1,411 — number of fill cells
* 14.6% — area growth from synthesis to layout
* 0.00758 sq mm — post-route cell area
* 10.2% — layout cells sized above 1
* 47.4% — final cell utilization of the core

### Floorplan
* 41.4% — fraction of the core area occupied by cells at floorplan
* 20 — Ports
* 131 um — die span in y
* 0.0160 sq mm — Core ar.
* 46 — Rows
* 0.0171 sq mm — area of the die
* 131 um — DIE WIDTH

### Job
* 37 — stage-log warning count
* 0 — maximum capacitance violations

-- cell usage after synthesis, types with 7 or more instances --
master / number / area [sq um]
sky130_fd_sc_hd__o21ai_0: 20 / 100
sky130_fd_sc_hd__nand2_1: 62 / 233
sky130_fd_sc_hd__inv_1: 22 / 82.6
sky130_fd_sc_hd__nand4_1: 20 / 125
sky130_fd_sc_hd__xor2_1: 41 / 359
sky130_fd_sc_hd__o21ai_1: 8 / 40.0
sky130_fd_sc_hd__or3_1: 7 / 43.8
sky130_fd_sc_hd__buf_2: 9 / 45.0
sky130_fd_sc_hd__a21oi_1: 7 / 35.0
sky130_fd_sc_hd__nor2_1: 86 / 323
sky130_fd_sc_hd__nand3_1: 42 / 210
sky130_fd_sc_hd__xnor2_1: 35 / 307
sky130_fd_sc_hd__dfstp_2: 18 / 473
sky130_fd_sc_hd__and3_1: 15 / 93.8
sky130_fd_sc_hd__dfrtp_1: 116 / 2900
sky130_fd_sc_hd__nor3_1: 8 / 40.0
sky130_fd_sc_hd__ha_1: 24 / 300
-- worst min path at each step --
stage / to / slack, ps
6_report: key_set3 / 350
5_1_grt: key_set3 / 350
4_1_cts: key_set3 / 350
-- flip-flops by register name, indices dropped and copies added, names as in the netlist, 4 cells and up --
register,count
cnt_0_5s,26
cnt_1s,26
key_xd.cnt,20
cnt0,10
seg_sel,8
segment,7
min_seg_1,4
sec_seg_1,4
-- layout make-up --
cell class	instances	area (sq um)	area share, %
clock buffers	23	458	6.04
clock inverters	9	105	1.39
inverters	22	82.6	1.09
multi-input cells	475	3080	40.7
flip-flops and latches	134	3380	44.5
well taps	216	270	3.56
repair buffers	21	206	2.72
-- cells by family (layout without fill, tap and decap cells) --
| group | after synthesis | in the layout |
|---|---|---|
| AND/OR/NAND/NOR | 292 | 292 |
| flip-flops | 134 | 134 |
| AND-OR/OR-AND | 77 | 77 |
| XOR/XNOR | 77 | 77 |
| buffers and inverters | 37 | 75 |
| adder cells (fa/ha/maj) | 24 | 24 |
| multiplexers | 5 | 5 |
-- power groups by stage --
stage | registers, mW | logic, mW | clock network (mW)
CTS | 0.936 | 0.0496 | 1.01
finish | 0.936 | 0.0478 | 0.987
global route | 0.938 | 0.0563 | 1.06
-- critical path, stage by stage, from the launching register on --
cell and delay [ps]:
sky130_fd_sc_hd__dfrtp_1 610, sky130_fd_sc_hd__nand4b_1 410, sky130_fd_sc_hd__nor4_1 380, sky130_fd_sc_hd__and2_2 480, sky130_fd_sc_hd__o21ai_1 270, sky130_fd_sc_hd__nor2_1 170
sky130_fd_sc_hd__mux2_1 330
-- layout by cell type (no fill, tap or decap), types with 5 or more instances in the layout --
cell	instances
sky130_fd_sc_hd__or3_1	7
sky130_fd_sc_hd__and2_1	6
sky130_fd_sc_hd__dfrtp_1	116
sky130_fd_sc_hd__clkbuf_16	17
sky130_fd_sc_hd__o21ai_1	8
sky130_fd_sc_hd__a21o_1	5
sky130_fd_sc_hd__clkbuf_1	5
sky130_fd_sc_hd__ha_1	24
sky130_fd_sc_hd__xor2_1	41
sky130_fd_sc_hd__nor3_1	8
sky130_fd_sc_hd__nand2b_1	6
sky130_fd_sc_hd__inv_1	22
sky130_fd_sc_hd__a21oi_1	7
sky130_fd_sc_hd__and3_1	15
sky130_fd_sc_hd__nor2_1	86
sky130_fd_sc_hd__dfstp_2	18
sky130_fd_sc_hd__clkdlybuf4s50_1	18
sky130_fd_sc_hd__xnor2_1	35
sky130_fd_sc_hd__nand4_1	20
sky130_fd_sc_hd__and3b_1	6
sky130_fd_sc_hd__o21ai_0	20
sky130_fd_sc_hd__nand3_1	42
sky130_fd_sc_hd__nand2_1	62
sky130_fd_sc_hd__nor4_1	5
-- metal layers --
layer  track usage (%)  part of all wire, %  vias to the layer above
li1                  -                    -                     2290
met1              24.9                   50                     2245
met2              23.9                   45                       63
met3              2.94                  3.7                       12
met4              2.30                  1.2                        0
met5                 0                    0                        -
-- through the flow --
stage | worst slack [ps] | std cells
after CTS | 3230 | 900
after global routing | 3050 | 900
after floorplan | 3830 | 646
after detailed placement | 3240 | 868
final | 3240 | 900
after global placement | 3340 | 868
Power and IR drop assume default switching activity.
